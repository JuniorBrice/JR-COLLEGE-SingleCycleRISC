[./config.mk]
export PLATFORM = sky130hd
export DESIGN_NAME = PC
export DESIGN_NICKNAME = PC
export VERILOG_FILES = /design/flow/design.v
export SDC_FILE = /design/flow/constraint.sdc
export NUM_CORES = 4
export LEC_CHECK = 1
export CORE_UTILIZATION = 30
[./constraint.sdc]
current_design PC

set clk_period 14.1
set clk_io_pct 0.2

create_clock -name clk0 -period $clk_period [get_ports {clk}]

set non_clock_inputs [all_inputs -no_clocks]
set_input_delay [expr $clk_period * $clk_io_pct] -clock clk0 $non_clock_inputs
set_output_delay [expr $clk_period * $clk_io_pct] -clock clk0 [all_outputs]
[./design.v]
module ALU(
input logic[31:0] SrcA,
input logic[31:0] SrcB,
input logic[2:0] ALUControl,
output logic[31:0] ALUResult);
always_comb
case(ALUControl)
3'b110: ALUResult = SrcA - SrcB; 
3'b010: ALUResult = SrcA + SrcB;  
default: ALUResult = 32'b0000_0000_0000_0000_0000_0000_0000_0000;
 endcase
endmodule
module MUX_ALUSrc(
input logic ALUSrc,
input logic[31:0]SignImm, RD2,
output logic[31:0] SrcB);
assign SrcB = ALUSrc ? SignImm : RD2;
endmodule
module MUX_MemtoReg(
input logic MemtoReg,
input logic[31:0] ALUResult, RD,
output logic[31:0] result);
assign result = MemtoReg ? RD : ALUResult;
endmodule
module MUX_RegDst(
input logic RegDst,
input logic[4:0]input1, input2,
output logic[4:0] MUX_Dst_out);
assign MUX_Dst_out = RegDst ? input1 : input2;
endmodule
module PC(
input logic clk,rst, RegWrite, MemWrite,
input logic[2:0] instruction_A,
output logic[31:0] prode_register_file, prode_data_memory );
logic[31:0] RD;
instruction_memory U1(clk, rst, instruction_A, RD);
logic[4:0] A3;
MUX_RegDst U2 (RD[31], RD[15:11], RD[20:16], A3);
logic[31:0] RD1, RD2, probe, WD3;
register_file U3 (clk, rst, RegWrite, RD[25:21], RD[20:16], A3, WD3, RD1, 
RD2, prode_register_file);
logic[31:0] SignImm, SrcB, ALUResult, ReadData, MemtoReg_out;
sign_extend U4 (RD[15:0],SignImm); 
MUX_ALUSrc U5 (RD[30], SignImm, RD2, SrcB);
ALU U6 (RD1, SrcB, RD[29:27] , ALUResult);
data_memory U7 (clk,rst, MemWrite,  ALUResult, RD2, ReadData, prode_data_memory);
MUX_MemtoReg U8 (RD[26], ALUResult, ReadData, WD3);
endmodule 
module data_memory(
input logic clk,rst, WE,
input logic[31:0] A, WD,
output logic[31:0] RD, probe);
reg[31:0] registers[31:0];
always@(posedge clk or negedge rst)
begin
    if(!rst) begin
        for(int i = 0; i < 32; i++) begin
            registers[i] <= i;
        end
    end
    else begin
          if (WE==1) begin
				registers[A] <= WD;
          end
    end
end
assign RD = registers[A];
assign probe = registers[A];
endmodule
module instruction_memory(
input logic clk,rst,
input logic[2:0] A,
output logic[31:0] RD);
reg[31:0] ins_regs[4:0];
always@(posedge clk or negedge rst) 
begin
    if(!rst) begin
        ins_regs[0] <= 0;
        ins_regs[1] <= {6'b010101, 5'b00010, 5'b00001, 16'b0000_0000_0000_0011};  
        ins_regs[2] <= {6'b010100, 5'b01000, 5'b00001, 16'b0000_0000_0000_0001};  
        ins_regs[3] <= {6'b100100, 5'b00011, 5'b00100, 5'b00001, 11'b00000000000};  
        ins_regs[4] <= {6'b101100, 5'b01010, 5'b01000, 5'b00001, 11'b00000000000};  
    end
    else begin
		RD <= ins_regs[A];
    end
end
endmodule
module register_file(input logic clk, reset,
    input logic WE3,
    input logic [4:0] A1,A2,A3,
    input logic [31:0] WD3,
    output logic [31:0] RD1,
    output logic [31:0] RD2,
	 output logic [31:0] probe);
reg[31:0] registers[31:0];
always@(posedge clk or negedge reset)
begin
    if(!reset) begin
        for(int i = 0; i < 32; i++) begin
            registers[i] <= i;
        end
    end
    else begin
		if (WE3==1) 
			begin
				registers[A3] <= WD3;
			end	
		end
    end
	assign RD1 = registers[A1];
	assign RD2 = registers[A2];
	assign probe = registers[A3];
endmodule
module sign_extend(
input logic[15:0] Imm,
output logic[31:0] SignImm);
 assign SignImm = 32'(signed'(Imm));
endmodule
[./run.sh]
#!/bin/bash
# OpenROAD 26Q1-2900-gdf79404cd8, Yosys 0.63+post, stock flow scripts
make -C /OpenROAD-flow-scripts/flow DESIGN_CONFIG=/design/flow/config.mk WORK_HOME=/design/flow/orfs finish
==> PnR_summary.wiki <==
=== Physical design figures ===
{| class="wikitable"
! Metric !! Value
|-
| Setup repair after global routing missed its margin || no
|-
| Global placer's final weighted congestion || 0.9795
|-
| Comb area || 25460 um^2
|-
| Detailed-route DRC error count || 0
|-
| Quantity of gates resized following cts || 0
|-
| Utilization of the core after routing || 34.56%
|-
| Count of hold buffers inserted by post-cts repair || 0
|-
| Highest attainable clock frequency || 86.42 MHz
|-
| Worst Slack Setup Final || 2.529 ns
|-
| Relative area change from synthesis to final layout || 14.22%
|-
| Slew at the pin closest to its max-slew limit || 1.060 ns
|-
| Count of state elements after synthesis || 1288
|-
| Global routing's busiest layer || met2
|-
| Most common cell type on the critical path || sky130_fd_sc_hd__buf_4
|-
| Global-route wire length before repair || 356500 um
|-
| Met1 usage in global routing || 32.06%
|-
| Worst reg2reg path endpoint || U3.registers[13][7]
|-
| Vias per std cell || 5.686
|-
| FFs w/ async S/R, synth || 99.38%
|-
| Share of the synthesized area in the top cell type || 49.71%
|-
| Number of flops mapped to enable cells by yosys || 8
|-
| Remaining antenna violation count after routing || 0
|-
| Top cells by count, synth || 1364 x sky130_fd_sc_hd__nand2_1, 1188 x sky130_fd_sc_hd__dfrtp_1, 1157 x sky130_fd_sc_hd__o21ai_0
|-
| Outcome || finished, final reports clean
|-
| Cell count of the worst hold path || 2
|-
| Chip area line of the yosys report || 59800 um^2
|-
| Crit path max fanout || 52
|-
| Main area contributors after synthesis || sky130_fd_sc_hd__dfrtp_1 50%, sky130_fd_sc_hd__o21ai_0 9.7%, sky130_fd_sc_hd__nand2_1 8.6%, sky130_fd_sc_hd__dfstp_2 4.0%, sky130_fd_sc_hd__a21oi_1 3.0%
|-
| Most instantiated flip-flop cell in the synthesis netlist || sky130_fd_sc_hd__dfrtp_1
|-
| Vias in the first global route || 49770
|-
| Number of primary I/O pins || 71
|-
| Worst-case hold path end point || U7.registers[12][20]
|-
| Fill cell total of the finished layout || 19610
|-
| Clock latency of the later-clocked register in the worst-skew pair || 0.81 ns
|-
| Number of warning messages in the logs || 38
|-
| Die area || 201100 um^2
|-
| Setup TNS Final || 0 ns
|-
| Clock transition at the registers of the reported paths || 0.06 ns
|-
| Cell count listed in synth_stat.txt || 6395
|-
| Power Density || 248.4 nW/um^2
|-
| Headroom to the max-slew limit || 28.83%
|-
| Mean area per synthesized cell || 9.351 um^2
|-
| Unique cell types || 98
|-
| Seq/Total Area, Yosys || 54.16%
|-
| Start of the worst register-to-register path || U1.RD[29]
|-
| Design area || 68300 um^2
|-
| Max-cap violations || 0
|-
| CTS tree || done
|-
| Min cycle time layout || 11.57 ns
|-
| Leak pwr || 28.80 nW
|-
| Total power draw || 16.96 mW
|-
| Clock tree skew after final layout || 0.03636 ns
|-
| Number of standard cells in the final layout excluding fillers || 9018
|-
| Total congestion overflow after global routing || 0
|-
| CP max-delay cell || sky130_fd_sc_hd__nor2_2
|-
| Number of buffers added by the clock tree synthesis step || 137
|-
| Yosys Warn Count || 7
|-
| H-tree depth reported by CTS || 4
|-
| Sum of routed wire length over all layers || 245300 um
|-
| Worst Setup Start Kind || register
|-
| First-iteration detailed-routing DRC count || 5210
|-
| Placement-stage worst setup slack || 3.404 ns
|-
| Final Hold Slack || 0.4761 ns
|-
| CP Capture Type || primary output
|-
| Maximum resistive drop on vdd || 0.3081 mV
|-
| Post-synthesis cell count || 6395
|-
| Sequential cell area in the final layout || 32390 um^2
|-
| Max Buffers Root-to-Sink || 3
|-
| Die Span X || 448.5 um
|-
| Setup fix buffers added after clock tree synthesis || 0
|-
| Die Span Y || 448.5 um
|-
| Placed standard-cell area || 63680 um^2
|-
| Core Rows || 163
|-
| Count of vias placed by the detailed router || 51280
|-
| Combined area of all synthesized cells || 59800 um^2
|-
| Final worst path period share || 82.07%
|-
| Most numerous cell in the Yosys netlist || sky130_fd_sc_hd__nand2_1
|-
| Number of setup violations in the final report || 0
|-
| Cell family contributing the most delay on the critical path || buffers and inverters
|-
| Register-to-register path setup slack || 5.64 ns
|-
| Hold path startpoint || U7.registers[12][20]
|-
| Core box area || 197600 um^2
|-
| Total clock sinks || 1288
|-
| Hold Path Class || reg -> reg
|-
| Share of post-route cells with drive strength above 1 || 11.55%
|-
| Cell at the root of the clock tree || sky130_fd_sc_hd__clkbuf_16
|-
| Worst Path Arrival || 8.75 ns
|-
| TritonRoute pass-1 iters || 9
|-
| # placed instances || 8761
|-
| Number of hold violations in the final report || 0
|-
| Path type of the worst setup path || reg -> out
|-
| Post-detail-place hpwl || 154600 um
|-
| Number of buffer and inverter instances along the worst setup path || 7
|-
| Met2 track demand over resource || 35.66%
|-
| Worst endpoint required time || 11.28 ns
|-
| Delay contributed by the slowest stage of the critical path || 0.89 ns
|-
| R2R cell count || 23
|-
| Count of buffers inserted at the top-level ports || 70
|-
| Met3 Usage GRT || 14.61%
|-
| Cell type with the largest total area after synthesis || sky130_fd_sc_hd__dfrtp_1
|-
| Largest net degree at the start of global routing || 131
|-
| Floorplan utilization || 30.26%
|-
| CP Cell Sequence || buf_4 > buf_4 > or3_2 > buf_4 > nor2_1 > a21oi_1 > inv_1 > ha_1 > nand2_1 > o21ai_0 > fa_1 > a21o_1 > a21o_1 > a21o_4 > buf_4 > nor2_2 > buf_4 > a221oi_1 > and4_1 > a31oi_1 > clkdlybuf4s50_1
|-
| Total routing usage reported by global routing || 25.35%
|-
| Initial antenna violation count || 7
|-
| Wire per inst || 27.20 um
|-
| Fin. max-slew vios || 0
|}
## worst max-delay path by stage
stage / startpoint / endpoint / slack (ns) / cells past startpoint
final: U1.RD[29] / prode_data_memory[30] / 2.53 / 21
after global routing: U1.RD[29] / prode_data_memory[30] / 2.25 / 22
after CTS: U1.RD[29] / prode_data_memory[30] / 2.56 / 21
## placed cells by master (no fill, tap or decap), types with 16 or more instances in the layout
| master | count |
|---|---|
| sky130_fd_sc_hd__nor2b_1 | 46 |
| sky130_fd_sc_hd__a31oi_1 | 28 |
| sky130_fd_sc_hd__ha_1 | 32 |
| sky130_fd_sc_hd__a22oi_1 | 163 |
| sky130_fd_sc_hd__nand2_1 | 1337 |
| sky130_fd_sc_hd__and3_1 | 22 |
| sky130_fd_sc_hd__a22oi_2 | 23 |
| sky130_fd_sc_hd__o22a_1 | 21 |
| sky130_fd_sc_hd__a211o_1 | 21 |
| sky130_fd_sc_hd__nor2_1 | 328 |
| sky130_fd_sc_hd__nand4_1 | 45 |
| sky130_fd_sc_hd__o31ai_1 | 17 |
| sky130_fd_sc_hd__a211oi_1 | 40 |
| sky130_fd_sc_hd__clkbuf_8 | 36 |
| sky130_fd_sc_hd__xnor2_1 | 25 |
| sky130_fd_sc_hd__nand2_2 | 27 |
| sky130_fd_sc_hd__a21oi_1 | 357 |
| sky130_fd_sc_hd__mux2_2 | 17 |
| sky130_fd_sc_hd__a222oi_1 | 33 |
| sky130_fd_sc_hd__xor2_1 | 17 |
| sky130_fd_sc_hd__dfstp_2 | 92 |
| sky130_fd_sc_hd__clkbuf_16 | 140 |
| sky130_fd_sc_hd__mux2i_1 | 78 |
| sky130_fd_sc_hd__nand2b_1 | 18 |
| sky130_fd_sc_hd__inv_1 | 22 |
| sky130_fd_sc_hd__dfrtp_1 | 1188 |
| sky130_fd_sc_hd__a22o_1 | 55 |
| sky130_fd_sc_hd__clkinv_2 | 21 |
| sky130_fd_sc_hd__clkdlybuf4s50_1 | 69 |
| sky130_fd_sc_hd__buf_4 | 215 |
| sky130_fd_sc_hd__nor3_1 | 36 |
| sky130_fd_sc_hd__nand3_1 | 90 |
| sky130_fd_sc_hd__a21o_1 | 37 |
| sky130_fd_sc_hd__clkbuf_1 | 32 |
| sky130_fd_sc_hd__a32oi_1 | 20 |
| sky130_fd_sc_hd__o22ai_1 | 16 |
| sky130_fd_sc_hd__o21ai_0 | 1154 |
| sky130_fd_sc_hd__mux4_2 | 40 |
| sky130_fd_sc_hd__a221oi_1 | 70 |
## worst reg2reg max path, stage by stage, from the launching register on
cell,delay [ns]
sky130_fd_sc_hd__edfxtp_1,0.32
sky130_fd_sc_hd__buf_4,0.24
sky130_fd_sc_hd__buf_4,0.58
sky130_fd_sc_hd__nor2b_1,0.31
sky130_fd_sc_hd__a222oi_1,0.55
sky130_fd_sc_hd__a21o_1,0.19
sky130_fd_sc_hd__buf_4,0.39
sky130_fd_sc_hd__nand2_1,0.17
sky130_fd_sc_hd__nand2_1,0.11
sky130_fd_sc_hd__o22ai_1,0.08
sky130_fd_sc_hd__a22o_1,0.24
sky130_fd_sc_hd__ha_1,0.60
sky130_fd_sc_hd__nand2_1,0.12
sky130_fd_sc_hd__a211oi_2,0.47
sky130_fd_sc_hd__a21o_4,0.46
sky130_fd_sc_hd__buf_4,0.62
sky130_fd_sc_hd__nor3_2,0.16
sky130_fd_sc_hd__buf_4,0.36
sky130_fd_sc_hd__a22o_1,0.35
sky130_fd_sc_hd__a311oi_1,0.36
sky130_fd_sc_hd__nand4_1,0.17
sky130_fd_sc_hd__a211o_1,0.40
sky130_fd_sc_hd__a22oi_2,0.89
sky130_fd_sc_hd__a21oi_1,0.17
## power breakdown
part	switching (mW)	internal (mW)	total, mW
clock network	1.58	2.13	3.71
registers	0.836	5.20	6.03
logic	5.14	2.09	7.23
## registers in the layout, indices dropped and copies added, names as in the netlist
register      cells
U7.registers   1024
U1.RD             8
U3.registers    256
## layout make-up
class / count / area share, %
Antenna cell: 8 / 0.02931
Clock buffer: 208 / 6.031
Clock inverter: 41 / 0.6998
Inverter: 22 / 0.1209
Multi-Input combinational cell: 4520 / 37.28
Sequential cell: 1288 / 47.42
Tap cell: 2640 / 4.836
Timing Repair Buffer: 291 / 3.590
## kinds of logic (layout without fill, tap and decap cells)
kind of cell | after synthesis | after routing | share of synthesized area, %
AND/OR/NAND/NOR | 2065 | 2065 | 14.37
XOR/XNOR | 46 | 46 | 0.7051
other | 0 | 8 | 0
multiplexers | 137 | 137 | 3.174
buffers and inverters | 587 | 562 | 4.059
adder cells (fa/ha/maj) | 33 | 33 | 0.7030
flip-flops | 1288 | 1288 | 54.16
AND-OR/OR-AND | 2239 | 2239 | 22.83
## layer usage
metal	vias to the layer above	wire length, um
li1	22410	-
met5	-	101
met4	6	13470
met3	651	37120
met2	2985	103600
met1	25220	91020
Power figures rest on the tool's default switching activity, not on a simulated workload.
